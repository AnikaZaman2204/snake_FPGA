==> design/flow/config.mk <==
export PLATFORM = sky130hd
export DESIGN_NAME = display_controller
export DESIGN_NICKNAME = display_controller
export VERILOG_FILES = /design/flow/design.v
export SDC_FILE = /design/flow/constraint.sdc
export NUM_CORES = 4
export LEC_CHECK = 1
export CORE_AREA = 10 10 108 108
export DIE_AREA = 0 0 118 118
==> design/flow/constraint.sdc <==
current_design display_controller

set clk_period 1.0
set clk_io_pct 0.2

create_clock -name clk0 -period $clk_period [get_ports {clk}]

set non_clock_inputs [all_inputs -no_clocks]
set_input_delay [expr $clk_period * $clk_io_pct] -clock clk0 $non_clock_inputs
set_output_delay [expr $clk_period * $clk_io_pct] -clock clk0 [all_outputs]
==> design/flow/design.v <==
`timescale 1ns / 1ps
module display_controller(
	input clk,
	output hSync, vSync,
	output reg bright,
	output reg[9:0] hCount, 
	output reg [9:0] vCount  
	);
	reg pulse;
	reg clk25;
	initial begin  
		clk25 = 0;
		pulse = 0;
	end
	always @(posedge clk)
		pulse = ~pulse;
	always @(posedge pulse)
		clk25 = ~clk25;
	always @ (posedge clk25)
		begin
		if (hCount < 10'd799)
			begin
			hCount <= hCount + 1;
			end
		else if (vCount < 10'd524)
			begin
			hCount <= 0;
			vCount <= vCount + 1;
			end
		else
			begin
			hCount <= 0;
			vCount <= 0;
			end
		end
	assign hSync = (hCount < 96) ? 1:0;
	assign vSync = (vCount < 2) ? 1:0;
	always @(posedge clk25)
		begin
		if(hCount > 10'd143 && hCount < 10'd784 && vCount > 10'd34 && vCount < 10'd516)
			bright <= 1;
		else
			bright <= 0;
		end	
endmodule
==> design/flow/run.sh <==
#!/bin/bash
# OpenROAD 26Q1-2900-gdf79404cd8, Yosys 0.63+post, stock flow scripts
make -C /OpenROAD-flow-scripts/flow DESIGN_CONFIG=/design/flow/config.mk WORK_HOME=/design/flow/orfs finish
==> results.yml <==
# flow metrics
setup_path:
  worstSetupStartpoint: "pulse"
  rr_worst_depth: 1
  slowest_stage: "dfxtp_1"
  r2r-start: "pulse"
  crit_path_end: "pulse"
  regToRegSetupSlack_ps: 550
  regToRegEndpoint: "pulse"
  worst-path-buf-inv: 1
  cp.arrival_ps: 330
  critPathCaptureType: "register"
  crit_family: "flip-flops"
  timing.setup.critical_path_class: "reg2reg"
  slowest_delay_ps: 300
  critical_path.cell_chain: "inv_1"
  start_kind: "register"
  worstSetupPathDepth: 1
  cp_max_fo: 2
  cp_data_required_time_ps: 890
layout:
  mostFrequentLayoutCells: "clkdlybuf4s50_1 (23), dfxtp_1 (13), nor2_1 (12), edfxtp_1 (10)"
  areaGrowthSynthToFinish_pct: 34.73
  layout_top_cell: "clkdlybuf4s50_1"
  drive_above_1_share_pct: 2.963
  n_fill_cell: 1051
  seqCellArea_um2: 560.5
  final_util_pct: 16.00
  final_cells: 264
  layout.area.comb_um2: 503.0
grt:
  gr-usage-all-layers_pct: 3.504
  grt_start_max_net_pins: 23
  grt_antenna_before_repair: 0
  first_global_vias: 847
  grt_pass1_wl_um: 4271
  gr-total-overflow: 0
synth:
  syn_area_um2: 1102
  yosys.cell_types.count: 34
  ys.flop_type: "dfxtp_1"
  synthArstFlopShare_pct: 0
  yosysCellCount: 114
  synth-edff-count: 10
  postSynthAreaPerCell_um2: 9.669
  ys_ff: 23
  ys_chip_area_um2: 1102
  syn-instance-count: 114
  ys_seq_share_pct: 50.85
  ys_warn_count: 1
detailed_routing:
  initialDrtViolationCount: 39
  drt-vias-per-instance: 3.451
  wl_per_cell_um: 9.852
  drt-pass1-iter-count: 4
  num_vias: 911
  drc: 0
  ant_nets: 0
  n_antenna_cell: 0
  drt-total-wl_um: 2601
final_timing:
  fin_crit_sh_pct: 44.60
  unclocked_regs: 22
  hold_viol: 0
  finClkSkew_ps: 0
  slew_violations: 0
  max_slew_margin_pct: 51.54
  setup_tns_ps: 0
  rsz0062_at_grt: "no"
  worst_hold_slack_ps: 359.3
  untimed_endpoints: 55
  min_period_ps: 446.0
  max_slew.worst_pin.slew_ps: 725.9
  fmax_mhz: 2242
  setup_violations: 0
clock_tree:
  clk_pin_slew_ps: 0
  post-cts-setup-buffer-count: 0
  clkLatencyLatePin_ps: 0
  ctsHoldBuffers: 0
  ctsResizeCount: 0
place:
  place_congestion: 0.8365
  dp_cells: 264
  io_buffers: 23
  dp_hpwl_um: 2041
power:
  p_total_w: 0.00004071
  peakVddDrop_mv: 0.1701
  p_per_area_nw_per_um2: 27.41
  power_leakage_nw: 0.4922
die:
  core_um2: 9284
  die_h_um: 118
  dieWidth_um: 118
  die-area_um2: 13920
  ios: 24
  initCoreUtil_pct: 11.87
  rows: 35
min_path:
  hp-class: "reg2reg"
  min_path_cells: 1
outcome:
  status: "completed"
flow_run:
  tool_warnings: 28
  cap_violations: 0
==> cell usage after synthesis (all sizes together) (3+ instances only) <==
cell	n	area [um2]
xnor2	4	35.03
o21ai	6	30.03
edfxtp	10	300.3
or3	6	37.54
nand2	5	18.77
a31oi	3	18.77
nor3	3	15.01
inv	6	22.52
a21oi	8	40.04
nand3	8	40.04
nand4	3	25.02
nor2	12	45.04
nor2b	4	25.02
dfxtp	13	260.3
==> state kept, by name, indices dropped and copies added (netlist names) <==
signal	count
bright	1
pulse	1
vCount	10
clk25	1
hCount	10
==> worst min-delay path by stage <==
stage / endpoint / startpoint / slack, ps
finish: pulse / pulse / 360
global route: pulse / pulse / 370
CTS: pulse / pulse / 360
==> report_power, final <==
group / switching (W) / internal (W) / total (W)
clock network: 0 / 0 / 0
logic: 0 / 0 / 0.000000000273
registers: 0 / 0.0000407 / 0.0000407
total: 0 / 0.0000407 / 0.0000407
==> metrics by stage <==
stage	cell area (um2)	setup slack [ps]
floorplan	1102	564.2
global placement	1485	551.3
detailed placement	1485	550.5
CTS	1485	549.4
global route	1485	539.1
finish	1485	554.0
==> per-layer routing <==
metal  track usage (%)  vias up  routed length [um]
met3            0.2431        0                  89
met1             4.918      418                1261
met5                 0        -                   0
met2             6.119       24                1250
li1                  -      469                   -
met4                 0        0                   0
==> kinds of logic (layout without fill, tap and decap cells) <==
family | Yosys count | in the layout | synth area share [%]
xor+xnor | 6 | 6 | 4.767
simple gates | 48 | 48 | 23.38
flops | 23 | 23 | 50.85
buf+inv | 9 | 30 | 3.518
fa+ha+maj | 2 | 2 | 2.270
compound gates | 26 | 26 | 15.21
==> area by class of cell <==
class / instances / share of cell area [%]
well taps: 129 / 10.87
repair buffers: 24 / 16.01
inverters: 6 / 1.516
flip-flops and latches: 23 / 37.74
multi-input cells: 82 / 33.87
Power is estimated from default activity; no workload was simulated.
